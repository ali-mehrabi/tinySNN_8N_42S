--- flow/config.mk ---
export PLATFORM = sky130hd
export DESIGN_NAME = pulse_new
export DESIGN_NICKNAME = pulse_new
export VERILOG_FILES = /design/flow/design.v
export SDC_FILE = /design/flow/constraint.sdc
export NUM_CORES = 4
export LEC_CHECK = 1
export CORE_AREA = 10 10 70 70
export DIE_AREA = 0 0 80 80
--- flow/constraint.sdc ---
current_design pulse_new

set clk_period 1.0
set clk_io_pct 0.2

create_clock -name clk0 -period $clk_period [get_ports {i_clk}]
create_clock -name clk1 -period $clk_period [get_ports {i_spike}]

set non_clock_inputs [all_inputs -no_clocks]
set_input_delay [expr $clk_period * $clk_io_pct] -clock clk0 $non_clock_inputs
set_output_delay [expr $clk_period * $clk_io_pct] -clock clk0 [all_outputs]
--- flow/design.v ---
module flipflop 
( 
input   i_d,
input   i_clk,
input   i_clr,
output  o_q,
output  o_qb
);
wire   w_reset;
assign w_reset = ~i_clr;
reg     r_q;
assign  o_q  = r_q;
assign  o_qb = (i_clr == 1'b1)? 1:~r_q;
always @(posedge i_clk or negedge w_reset)
begin
if(!w_reset)
  r_q <= 0;
else 
  r_q <= i_d;
end
endmodule
module pulse_new(
input      [8:1] i_index,
input            i_spike,
input            i_clk,
input            i_rst_n,
output     [8:1] o_spike
);
parameter  p_pass_delay = 3;
wire       w_q1, w_q2;
wire       w_is_spike;
wire       w_is_spike_latched;
reg       r_rst;
reg [1:0] r_state;
reg [2:0] r_counter;
assign o_spike = (r_state==1)? i_index:0; 
assign w_rst = ~r_rst ;
assign w_is_spike = (i_index == 0) ? 0:1;
flipflop u_i_spike_latch
( 
	.i_d(1'b1),
	.i_clk(i_spike),
	.i_clr(r_rst),
	.o_q(w_q1),
	.o_qb()
);
flipflop u_index_latch
( 
	.i_d(w_is_spike),
	.i_clk(i_clk),
	.i_clr(r_rst),
	.o_q(w_is_spike_latched),
	.o_qb()
);
always@(posedge i_clk or negedge w_rst)
begin
  if(!w_rst) 
    r_counter <= 3'b0;
  else if(w_q1)
    r_counter <= r_counter +1;
end
always@(posedge i_clk or negedge i_rst_n)
begin
  if(!i_rst_n) 
    begin
      r_rst <= 1; 
	  r_state <= 0; 
	  r_counter <= 3'b0;
	end
  else
    begin
       case(r_state)
	    0:begin
		    r_rst <= 0;
		    if(w_is_spike_latched & w_q1)
			  r_state <= 1;
			else if (r_counter >=3'b010)
			  r_state <= 2;
		  end
	    1:begin
		    r_rst <= 1;
		  end
	    2:begin
		    r_state <= 0;
			r_rst <= 1;
		  end		  
       endcase		  
    end	
end
endmodule
--- flow/run.sh ---
#!/bin/bash
# OpenROAD 26Q1-2900-gdf79404cd8, Yosys 0.63+post, stock flow scripts
make -C /OpenROAD-flow-scripts/flow DESIGN_CONFIG=/design/flow/config.mk WORK_HOME=/design/flow/orfs finish
==> summary.txt <==
The layout was made with Yosys and OpenROAD.

For this run, the chip area from Yosys synthesis comes to between 200 and 250 um2. The clock network accounts for 38.9% of the total power. The run finished, with violations left. Counting pins that exceed their max-slew limit in the final report gives 0. 0 antenna diodes ended up in the layout.

The count of warning messages emitted by the tools is 29. Cell internal power was estimated by the tool at 0.430 mW. The leakage component of the power is 0.286 nW. After global routing the overflow that remains totals 0. In the detailed route, the total length drawn on met2 is 302 um.

Setup repair after global routing could not meet its margin everywhere. The total detailed-routing wirelength is 988 um. The routed via count is roughly 280. The initial utilization of the core area, before any placement, comes to 6.59%. In this run the VDD rail shows a maximum IR drop of 0.218 mV. The critical path endpoint category is a primary output. The count of unresolved DRC violations after routing is 0. In this run the number of H-tree levels came out at 1. The sequential-to-total area share from yosys stat is a little under three fifths. After technology mapping, the gate count stands at 21. The flow reports that sequential cells draw 39.0% of the design power. The vertical die dimension is 80 um. For the worst setup path, the data required time is 0.80 ns.

The number of optimization iterations in the first detailed-route pass is 2. The power per cell area is about 880 mW/mm2. Relative to the synthesized area, the layout overhead comes to 170%.

In the per-layer breakdown of the detailed-route log, met1 shows 477 um. At the end of the flow the core is filled with cells to approximately 18%. After clock tree synthesis, the clock-pin slew on the worst setup and hold paths is around 0.04 ns. Endpoints failing hold in the final report were tallied at 0. The largest net degree at the start of global routing is 6. The clock tree from TritonCTS is done. In this run, post-CTS hold repair placed 0 buffers. The switching portion of total power comes to 19.5%.

The setup slack of the critical path after layout is -0.309 ns. The via count normalized by instance count is 2.85. CTS added clock buffers totalling 3. Once iteration 0 of detailed routing completed, the report listed 7 DRC markers. Per the OpenROAD power report, switching power amounts to roughly 0.10 mW. The most numerous cell on the critical path is buf_6. The global placement routability congestion is 0.652. The proportion of power drawn by combinational gates is between 20% and 30%. At the placement stage, the worst setup path has a slack of -0.478 ns.

A synthesized cell averages 10.7 um2. The checks that failed: negative setup slack. The initial antenna violation count is 0. Counting flops and latches in the post-synthesis netlist gives 5.

The tightest min-delay check is of the flop to async pin type. The tightest hold margin is ~0.11 ns. The wire length of the first global-routing pass is 1520 um. The startpoint class of the critical path is a flop. Per STA, the worst path is made up of buf_6 -> buf_6 -> and2_4 -> buf_2.

The post-route netlist has about two thirds of its cells at a drive strength greater than 1. In the final timing run, aggregate negative setup slack is -2.07 ns. For this run, the total global-route usage over all layers was measured as 3.11%. The library cell contributing the largest single delay on the critical path is dfrtp_2. The cell count listed in synth_stat.txt is 21.

The root buffer selected by CTS is clkbuf_4. The floorplan has 21 rows. The clock passes through at most 2 buffers. The final routed wire length divided by cell count is about 10 um.

The run reported a max-capacitance violation count of 0. After detailed placement, the design holds a cell count of between 90 and 100. The clock skew after layout is 0.00438 ns.

The routed length on met3 is 208 um. The maximum fanout encountered on the critical timing path is 3. The number of warnings printed during yosys synthesis is 9. The final setup violation count is 10.

The number of top-level design ports is 19. The horizontal die dimension is 80 um. The tally of nets with antenna violations remaining after routing is 0. The number of global-route vias before repair came to 344. Per the OpenROAD floorplan log, the area of the die is between 0.006 and 0.007 mm2. The cell area that synthesis handed to floorplanning was 225 um2.

The delay of the slowest critical-path stage is about 0.4 ns. For the worst setup path, the data arrival time is 1.11 ns. Counting distinct cell types in the post-synthesis netlist gives 11. The filler-free cell count of the finished design is 98.

The worst setup path category is flop to primary output. The top layer used by detailed routing is met3. As logged by OpenROAD, the buffers inserted on ports number 17. The half-perimeter wire length of the detailed placement result is 676 um. The area of the core is 0.00342 mm2.
## per-stage QoR
step / power [mW] / instance area, um2
finish: 0.534 / 608
CTS: 0.527 / 556
detailed placement: 0.313 / 505
global route: 0.571 / 608
floorplan: 0.220 / 225
global placement: 0.313 / 505
## cell type report
type / instances / area (um2)
flip-flops and latches: 5 / 129
well taps: 46 / 57.6
clock buffers: 3 / 22.5
inverters: 1 / 3.75
repair buffers: 28 / 264
fillers: 386 / 2810
multi-input cells: 15 / 131
## worst max-delay path: cells and delay by family (launching register included)
family	cells	cell delay (ns)
buffers and inverters	3	0.34
flip-flops	1	0.40
AND/OR/NAND/NOR	1	0.12
## cell families after synthesis
family,synth area share [%]
simple gates,30.0
buf+inv,1.67
flops,56.7
compound gates,10.0
other cells,1.67
## placed cells by master (no fill, tap or decap), drive strengths merged
cell type      instances
o21bai                 1
a21o                   1
clkbuf                 3
and2                   8
conb                   1
a21boi                 1
dfrtp                  3
dlymetal6s2s           2
nand2                  1
clkdlybuf4s50          7
inv                    1
nor4                   2
buf                   19
dfstp                  2
## power by group through the flow
stage | Combinational, mW | Sequential, mW | Clock [mW]
final | 0.118 | 0.208 | 0.208
after global routing | 0.129 | 0.208 | 0.233
after CTS | 0.105 | 0.208 | 0.214
## per-layer routing
layer	vias to the layer above	global-route usage, %
li1	132	-
met1	123	4.48
met4	0	0.176
met2	24	3.13
met5	-	0
met3	0	3.07
## sequential cells by signal, indices dropped and copies added, names as in the netlist
name                 count
r_state                  2
r_rst                    1
u_index_latch.r_q        1
u_i_spike_latch.r_q      1
## synth_stat cells
cell type | n | area share, %
a21boi_0 | 1 | 3.3
a21o_1 | 1 | 3.3
and2_1 | 7 | 19
and2_2 | 1 | 3.3
conb_1 | 1 | 1.7
dfrtp_1 | 3 | 33
dfstp_2 | 2 | 23
inv_1 | 1 | 1.7
nand2_1 | 1 | 1.7
nor4_1 | 2 | 5.6
o21bai_1 | 1 | 3.3
## final timing paths
kind	startpoint	to	slack (ns)	cells past startpoint
worst max-delay path	r_state[1]	o_spike[5]	-0.31	4
worst min register to register	r_rst	u_index_latch.r_q	0.11	1
max in group asynchronous	r_rst	u_i_spike_latch.r_q	0.52	1
min in group clk0	u_i_spike_latch.r_q	r_state[0]	0.21	1
worst min-delay path	r_rst	u_index_latch.r_q	0.11	1
worst max register to register	r_state[1]	r_state[1]	-0.13	5
## what timing repair did
action	4_1_cts	5_1_grt
setup endpoints to repair	9	11
resized	39	9
buffers inserted	4	1
pin swaps	0	1
No activity file was given, so power comes from the tool's default toggle rates.
