## flow/config.mk

```make
export PLATFORM = sky130hd
export DESIGN_NAME = delayed_reset
export DESIGN_NICKNAME = delayed_reset
export VERILOG_FILES = /design/flow/design.v
export SDC_FILE = /design/flow/constraint.sdc
export NUM_CORES = 4
export LEC_CHECK = 1
export CORE_AREA = 10 10 70 70
export DIE_AREA = 0 0 80 80
```

## flow/constraint.sdc

```tcl
current_design delayed_reset

set clk_period 1.1
set clk_io_pct 0.2

create_clock -name clk0 -period $clk_period [get_ports {i_clk}]
create_clock -name clk1 -period $clk_period [get_ports {i_d}]

set non_clock_inputs [all_inputs -no_clocks]
set_input_delay [expr $clk_period * $clk_io_pct] -clock clk0 $non_clock_inputs
set_output_delay [expr $clk_period * $clk_io_pct] -clock clk0 [all_outputs]
```

## flow/design.v

```verilog
module delayed_reset
( 
input   i_d,
input   i_clk,
input   i_rst_n,
output  o_q
);
reg [2:0] r_counter;
wire  w_q_out1; 
wire  w_q_bar_out3;
wire  w_clear;
wire  w_set;
wire  w_reset;
assign  w_set = (r_counter == 5)? 1:0;
assign  w_clear = w_set | ~i_rst_n; 
assign  o_q = ~w_clear ; 
assign w_reset = i_rst_n & w_clear;
flipflop u1
( 
.i_d(1'b1),
.i_clk(i_d),
.i_clr(w_clear),
.o_q(w_q_out1),
.o_qb()
);
always @(posedge i_clk) 
begin
if(!w_q_out1)
  r_counter <= 0;
else if(w_q_out1)
  r_counter <= r_counter+1;
end
endmodule
module flipflop 
( 
input   i_d,
input   i_clk,
input   i_clr,
output  o_q,
output  o_qb
);
wire   w_reset;
assign w_reset = ~i_clr;
reg     r_q;
assign  o_q  = r_q;
assign  o_qb = (i_clr == 1'b1)? 1:~r_q;
always @(posedge i_clk or negedge w_reset)
begin
if(!w_reset)
  r_q <= 0;
else 
  r_q <= i_d;
end
endmodule
```

## flow/run.sh

```bash
#!/bin/bash
# OpenROAD 26Q1-2900-gdf79404cd8, Yosys 0.63+post, stock flow scripts
make -C /OpenROAD-flow-scripts/flow DESIGN_CONFIG=/design/flow/config.mk WORK_HOME=/design/flow/orfs finish
```

==> results.toml <==
# implementation run metrics
[run_status]
status = "finished, violations left"
violations = "setup timing"

[final_layout]
area_growth_pct = 87.5
final_cell_mix = "clkbuf_4, buf_4, nor2b_1, dfxtp_2"
final_area_um2 = 300
drive_above_1_share_pct = 52.2

[cts]
clk_pin_slew_worst_paths_ps = 40
root_buffer = "clkbuf_4"
cts_buffer_depth = 2
cts-buffers-inserted = 3
cts_tree = "built"
htree_levels = 1

[setup_path]
worstReg2RegStart = "r_counter[0]"
cpMaxStageDelayCell = "dfxtp_2"
crit_start = "r_counter[1]"
startpoint_type = "flop"
path_cells = "inv_2, ha_4, a21boi_2, buf_2"
required_ps = 880
cp-end-kind = "output port"
regToRegEndpoint = "r_counter[2]"
cpPeakStageDelay_ps = 320
critPathMaxFanout = 2
rrSetupSlack_ps = 50
crit_arrival_ps = 940
worstRegToRegCells = 4
path_class = "reg2out"

[yosys]
synthCells = 14
yosys_cells = 14
yosysSeqAreaShare_pct = 53.1
syn_avg_cell_area_um2 = 11.4
synth.distinct_cells = 9
synth_flops = 4
ys_area_um2 = 160
synth_area_um2 = 160
ys.warnings.count = 2

[die]
row_count = 21
initCoreUtil_pct = 4.69
die_h_um = 80
die-area_um2 = 6400
io_pins = 4
dieWidth_um = 80
core_area_um2 = 3420

[global_route]
grt_usage_pct = 0.973
grt_max_degree = 4
gr-total-overflow = 0
antenna_found_initial = 0
grt_pass1_vias = 146
grt_pass1_wl_um = 510

[routing]
finalWirelength_um = 277
drtIter0Drc = 0
routedWlPerCell_um = 4.01
dr.pass1.iters = 1
route.detailed.drc = 0
num_vias = 120
diodes = 0
ant_nets = 0
via_per_inst = 1.74

[final_timing]
slew_viol_final = 0
rsz0062_at_grt = "yes"
skew_ps = 4.52
setup_slack_ps = -61.6
hold_viol = 0
finalSetupViolCount = 1
timing.hold.ws_ps = 235

[min_path]
holdPathStages = 1
worstHoldStart = "u1.r_q"
hold_class = "reg2reg"
hold_end = "r_counter[2]"

[placement]
routabilityCongestion = 0.547
port_buffers = 2
place_hpwl_um = 193
placedInstanceArea_um2 = 253

[power]
p_leak_nw = 0.120
powerDensity_nw_per_um2 = 1370
ir_worst_vdd_uv = 506

[run]
max_cap_violations = 0
warnings = 30
==> flip-flops by register name, summed over array words and instances, names as in the netlist <==
name       count
r_counter      3
u1.r_q         1
==> repair_timing <==
action | CTS | global route
setup endpoints to repair | 1 | 2
cloned | 0 | 0
pin swaps | 1 | 1
setup buffers | 0 | 1
hold buffers | 0 | 0
endpoints found under the hold margin | 0 | 0
gates resized | 8 | 2
==> per-layer routing <==
layer / vias to the layer above / wire, µm / global-route usage, %
met3: 3 / 34 / 0.682
met5: - / 0 / 0
li1: 60 / - / -
met1: 50 / 123 / 0.999
met2: 7 / 95 / 1.28
met4: 0 / 23 / 0.880
==> worst max-delay path by stage <==
stage	to	slack, ps	cells past startpoint
final	o_q	-60	4
after global routing	o_q	-140	4
after CTS	o_q	-120	4
==> report_power, final <==
group	internal, mW	leakage, nW	switching (mW)
sequential	0.159	0.0370	0.00753
clock	0.136	0.0150	0.0617
combinational	0.0306	0.0678	0.0167
total	0.326	0.120	0.0860
==> cell type report <==
class | count | area [µm²]
Tap cell | 46 | 57.6
Timing Repair Buffer | 5 | 37.5
Inverter | 1 | 3.75
Sequential cell | 4 | 87.6
Clock buffer | 4 | 26.3
Fill cell | 418 | 3120
Multi-Input combinational cell | 9 | 87.6
==> critical path, delay by kind of cell (launching register included) <==
kind | cells | cell delay [ps]
adders and majority gates | 1 | 150
AOI/OAI and AO/OA | 1 | 100
buffers and inverters | 2 | 140
DFF | 1 | 320
==> cell families after synthesis <==
logic type	Yosys count	synth area share, %
DFF	4	53.1
and+or+nand+nor	3	11.7
AOI/OAI and AO/OA	2	9.37
adders and majority gates	2	15.6
xor gates and xnor gates	1	5.47
buffers and inverters	1	2.34
other	1	2.34
==> stage by stage <==
| stage | total power [mW] | worst slack (ps) | TNS (ps) | std cells | util (%) |
|---|---|---|---|---|---|
| after CTS | 0.412 | -116 | -116 | 68 | 8.42 |
| final | 0.412 | -61.6 | -61.6 | 69 | 8.79 |
| after global routing | 0.438 | -135 | -135 | 69 | 8.79 |
| after detailed placement | 0.201 | -488 | -488 | 64 | 7.40 |
| after global placement | 0.200 | -478 | -478 | 64 | 7.40 |
| after floorplan | 0.182 | 220 | 0 | 14 | - |
==> synth_stat cells <==
| library cell | count | area [µm²] |
|---|---|---|
| nor2b_1 | 2 | 12.5 |
| ha_1 | 2 | 25.0 |
| dfrtp_1 | 1 | 25.0 |
| and2_1 | 1 | 6.26 |
| a21boi_0 | 2 | 15.0 |
| xor2_1 | 1 | 8.76 |
| inv_1 | 1 | 3.75 |
| conb_1 | 1 | 3.75 |
| dfxtp_1 | 3 | 60.1 |
Power and IR drop assume default switching activity.
